[flow/design.v]
module increment(
	input wire [11:0] d,
	output reg [11:0] q
	);
	assign q = d + 1;
endmodule
[flow/run.sh]
#!/bin/bash
# OpenROAD 26Q1-2900-gdf79404cd8, Yosys 0.63+post, stock flow scripts
make -C /OpenROAD-flow-scripts/flow DESIGN_CONFIG=/design/flow/config.mk WORK_HOME=/design/flow/orfs finish
[flow/config.mk]
export PLATFORM = sky130hd
export DESIGN_NAME = increment
export DESIGN_NICKNAME = increment
export VERILOG_FILES = /design/flow/design.v
export SDC_FILE = /design/flow/constraint.sdc
export NUM_CORES = 4
export LEC_CHECK = 1
export CORE_AREA = 10 10 70 70
export DIE_AREA = 0 0 80 80
[flow/constraint.sdc]
current_design increment

set clk_period 3.1
set clk_io_pct 0.2

create_clock -name clk0 -period $clk_period

set non_clock_inputs [all_inputs -no_clocks]
set_input_delay [expr $clk_period * $clk_io_pct] -clock clk0 $non_clock_inputs
set_output_delay [expr $clk_period * $clk_io_pct] -clock clk0 [all_outputs]
==> flow_summary_export.csv <==
group,metric,value,unit
run_status,status,"completed",
global_routing,grt_start_max_net_pins,6,
global_routing,grt_total_usage,0.0323,
final_timing,setup_viol,0,
worst_setup_path,timing.critical_path.buf_inv,2,
die,floorplan.core_area,3420,um^2
placement,hpwlAfterDp,917,um
detailed_routing,vias_per_cell,2.67,
detailed_routing,dr.first_iter.drc_count,11,
worst_setup_path,cp_dominant_cell_by_count,"sky130_fd_sc_hd__clkdlybuf4s50_1",
global_routing,grt_util_met1,0.0422,
power,powerDensity,108,nW/um^2
flow_run,warning_count,32,
die,die_outline_area,6400,um^2
layout,layout.core_utilization,0.158,
yosys,ys_warn_count,1,
global_routing,grt_use_met3,0.0193,
global_routing,grt_pass1_wl,1680,um
global_routing,overflow,0,
worst_setup_path,worst-endpoint-arrival,2330,ps
yosys,synth-area-yosys,199,um^2
power,total_leakage_power,0.000201,uW
detailed_routing,drt-pass1-iter-count,3,
yosys,avg_cell_area_syn,6.86,um^2
layout,area_delta_synth_final,171,%
worst_setup_path,cp-end-kind,"output pin",
detailed_routing,wl_per_cell,9.60,um
die,floorplan.io_pins,24,
placement,port-buffer-count,24,
worst_setup_path,critical_path_class,"primary input to output pin",
layout,regArea,0,um^2
yosys,cell_count_in_the_yosys_report,29,
final_timing,timing.setup.tns,0,ps
detailed_routing,drc,0,
final_timing,worst_pin_slew,291,ps
worst_setup_path,crit_path_cell_trace,"clkdlybuf4s50_1 > nand4_2 > nor4_2 > xor2_1 > clkdlybuf4s50_1",
layout,filler_cell_count,402,
worst_setup_path,worstSetupStartpointType,"primary input",
cts,cts-resized-gates,0,
die,fp-utilization,0.0582,
power,vdd.ir_drop.worst,0.0367,mV
die,die_y,80,um
layout,layout.clock_buffers,0,
min_path,min_path_cells,3,
worst_setup_path,critPathTopFamily,"buffers and inverters",
die,die_w,80,um
worst_setup_path,slowest_delay,520,ps
detailed_routing,drtAntennaViolNets,0,
final_timing,worst_slew_margin_relative_to_its_limit,0.804,
final_timing,grt_setup_unrepaired,"false",
layout,sequential_cell_total,0,
global_routing,grt_most_used_layer,"met2",
die,placementRows,21,
final_timing,hold_violations,0,
global_routing,grt_util_met2,0.0474,
min_path,hold_class,"primary input to output pin",
worst_setup_path,required,2480,ps
final_timing,finalCriticalPeriod,2950,ps
final_timing,number_of_pins_with_negative_max_slew_slack_in_the_final_report,0,
yosys,yosys.stat.seqShare,0,
min_path,timing.hold.worst.start,"d[11]",
final_timing,maxClockFrequency,340,MHz
worst_setup_path,critical_path_cell_count,5,
cts,post_cts.repair.setup_buffers,0,
detailed_routing,routed-via-count,278,
yosys,post_synth_num_cell_types,11,
global_routing,grt_antenna_before_repair,0,
worst_setup_path,critical_path.startpoint,"d[5]",
yosys,syn_inst,29,
placement,routabilityCongestion,0.730,
final_timing,finalClockPeriodUsage,0.950,
worst_setup_path,crit_path_top_delay_cell,"sky130_fd_sc_hd__clkdlybuf4s50_1",
worst_setup_path,timing.critical_path.fanout_max,5,
global_routing,first_global_vias,344,
cts,cts.hold.buffers_added,0,
detailed_routing,wl,998,um
flow_run,maxCapViolations,0,
yosys,synth.cell_area,199,um^2
layout,post_route_cells_drive_above_1_share,0.155,
detailed_routing,antenna_cells,0,
## cell type report
cell class,count,area [um^2],share of cell area
timing repair buffer,29,278,0.515
multi-input combinational,26,193,0.357
tap,46,57.6,0.107
inverter,3,11.3,0.0209
## routing by layer
metal	share of wire	up-vias	wire length, um
met5	0	-	0
met4	0	0	0
met3	0.18	0	177
met2	0.36	17	359
met1	0.46	106	461
li1	-	155	-
## cell usage after synthesis, drive strengths merged
cell,instances,area [um^2]
inv,3,11.3
nand4,1,12.5
ha,1,12.5
xor2,6,52.6
nand3,4,25.0
nand2,3,11.3
nor2,3,11.3
nor3,3,15.0
xnor2,4,35.0
nor4,1,12.5
## layout by cell type, fill, tap and decap left out
master                            instances
sky130_fd_sc_hd__nor2_1                   3
sky130_fd_sc_hd__nand3_2                  1
sky130_fd_sc_hd__nand2_1                  3
sky130_fd_sc_hd__nand3_1                  3
sky130_fd_sc_hd__ha_1                     1
sky130_fd_sc_hd__buf_4                    5
sky130_fd_sc_hd__nor3_1                   2
sky130_fd_sc_hd__xnor2_1                  4
sky130_fd_sc_hd__nor4_2                   1
sky130_fd_sc_hd__nand4_2                  1
sky130_fd_sc_hd__clkdlybuf4s50_1         24
sky130_fd_sc_hd__xor2_1                   6
sky130_fd_sc_hd__inv_1                    3
sky130_fd_sc_hd__nor3_2                   1
## cell families (layout without fill, tap and decap cells)
kind of cell / after synthesis / count (layout) / share of synthesized area
buffers and inverters: 3 / 32 / 0.0566
adder cells (fa/ha/maj): 1 / 1 / 0.0629
XOR/XNOR: 10 / 10 / 0.440
AND/OR/NAND/NOR: 15 / 15 / 0.440
## through the flow
step	instance area, um^2	hold WS [ps]	instances	power (uW)	setup WS, ps
global route	539	2260	104	65.7	0.777
finish	539	2180	104	58.4	155
CTS	534	2190	104	59.8	144
detailed placement	534	2180	104	59.2	166
global placement	534	2190	104	59.0	163
floorplan	199	1250	29	10.3	1320
## where the power goes
| group | internal, uW | switching (uW) |
|---|---|---|
| sequential | 0 | 0 |
| clock | 0 | 0 |
| combinational | 40.8 | 17.6 |
## worst paths after layout
| kind | endpoint | slack [ps] |
|---|---|---|
| max | q[11] | 150 |
| min | q[11] | 2180 |
Power figures rest on the tool's default switching activity, not on a simulated workload.
