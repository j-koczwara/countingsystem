### /design/flow/run.sh
#!/bin/bash
# OpenROAD 26Q1-2900-gdf79404cd8, Yosys 0.63+post, stock flow scripts
make -C /OpenROAD-flow-scripts/flow DESIGN_CONFIG=/design/flow/config.mk WORK_HOME=/design/flow/orfs finish
### /design/flow/design.v
`timescale 1ns/1ps
module controller(
		input wire clk,
		input wire hit_latched,
		input wire [2:0] mode,
		input wire read,
		input wire read_done,
		input wire write_done,
		input wire [5:0] addr,
		output reg cntr_src,
		output reg mem_src,
		output reg reg_src,
		output reg mem_read,
		output reg mem_write,
		output reg hit_reset
	);
	localparam ID = 5'b00000;
	localparam DT_A = 5'b00001;
	localparam DT_B = 5'b00010;
	localparam DT_C = 5'b00011;
	localparam DT_D = 5'b00100;
	localparam DT_E = 5'b00101;
	localparam DT_F = 5'b00110;
	localparam DT_G = 5'b01111;
	localparam DT_H = 5'b10011;
	localparam RE_A = 5'b00111;
	localparam RE_B = 5'b01000;
	localparam RE_C = 5'b01001;
	localparam RZ_A = 5'b01010;
	localparam RZ_B = 5'b01011;
	localparam RZ_C = 5'b01100;
	localparam RZ_D = 5'b01101;
	localparam RZ_E = 5'b01110;
	localparam RZ_F = 5'b10000;
	reg [4:0] state=ID;
	reg [4:0] next;
	initial begin
		mem_read=0;
		mem_write=0;
	end
	always@(posedge clk)begin
		state<=next;
	end
	always@* begin
		case(state)
			ID: begin
				if(mode==3'b001)
					next=DT_F;
				else if(mode==3'b010 && read)
					next=RE_B;
				else if(mode==3'b100 && read)					
					next=RZ_A;
				else
					next=ID;
				{cntr_src,   mem_src,    reg_src,    mem_read,   mem_write,  hit_reset}        = {1'b1, 1'b0, 1'b0, 1'b0, 1'b0,1'b0};
			end
			DT_A:begin
				{cntr_src,   mem_src,    reg_src,    mem_read,   mem_write,  hit_reset} =        {1'b1,  1'b1,  1'b0,  1'b0,  1'b0,  1'b0};
				if(mode == 3'b001)					
					if(hit_latched)
						next=DT_B;
					else if(addr==6'h3E)
						next=DT_H;
					else 
						next=DT_A;
				else 
					next=ID;								
				end
			DT_B: {cntr_src,   mem_src,    reg_src,    mem_read,   mem_write,  hit_reset, next} = {1'b0,  1'b1,  1'b1,  1'b0,  1'b0,  1'b0,   DT_C};
			DT_C: {cntr_src,   mem_src,    reg_src,    mem_read,   mem_write,  hit_reset, next} = {1'b0,  1'b1,  1'b1,  1'b1,  1'b0,  1'b0,   DT_D};
			DT_D: {cntr_src,   mem_src,    reg_src,    mem_read,   mem_write,  hit_reset, next} = {1'b0,  1'b1,  1'b1,  1'b0,  1'b0,  1'b0,   DT_E};
			DT_E: {cntr_src,   mem_src,    reg_src,    mem_read,   mem_write,  hit_reset, next} = {1'b0,  1'b1,  1'b1,  1'b0,  1'b1,  1'b0,   DT_F};
			DT_F: {cntr_src,   mem_src,    reg_src,    mem_read,   mem_write,  hit_reset, next} = {1'b0,  1'b1,  1'b1,  1'b0,  1'b0,  1'b1,   DT_G};
			DT_G: {cntr_src,   mem_src,    reg_src,    mem_read,   mem_write,  hit_reset, next} = {1'b1,  1'b0,  1'b0,  1'b0,  1'b0,  1'b0, hit_latched ? DT_B: DT_A};
			DT_H:begin
				{  cntr_src,   mem_src,    reg_src,    mem_read,   mem_write,  hit_reset} =       {1'b1,  1'b0,  1'b1,  1'b0,  1'b0,  1'b0};
				if(mode == 3'b001)					
					if(hit_latched)
						next=DT_B;
					else 
						next=DT_H;
				else 
					next=ID;								
				end
			RE_A:begin                                                                          
					{cntr_src,   mem_src,    reg_src,    mem_read,   mem_write,  hit_reset}     = {1'b1,  1'b1,  1'b0,  1'b0,  1'b0,  1'b0};
					if(mode==3'b010 && read)						
						next=RE_B;						
					else
						next=ID;				
					end
			RE_B: {cntr_src,   mem_src,    reg_src,    mem_read,   mem_write,  hit_reset, next} = {1'b1,  1'b1,  1'b1,  1'b0,  1'b0,  1'b0,   RE_C};
			RE_C: begin
				{cntr_src,   mem_src,    reg_src,    mem_read,   mem_write,  hit_reset        } = {1'b1,  1'b1,  1'b1,  1'b1,  1'b0,  1'b0};
				if(addr==6'h3F)
						next=RE_C;
					else
						next=RE_A;
				end
			RZ_A: {cntr_src,   mem_src,    reg_src,    mem_read,   mem_write,  hit_reset, next} = {1'b1,  1'b0,  1'b1,  1'b1,  1'b0,  1'b0,  RZ_B };
			RZ_B: {cntr_src,   mem_src,    reg_src,    mem_read,   mem_write,  hit_reset, next} = {1'b1,  1'b0,  1'b1,  1'b0,  1'b0,  1'b0,  RZ_C };
			RZ_C: {cntr_src,   mem_src,    reg_src,    mem_read,   mem_write,  hit_reset, next} = {1'b1,  1'b0,  1'b1,  1'b0,  1'b1,  1'b0,  RZ_D };
			RZ_D:begin
				{cntr_src,   mem_src,    reg_src,    mem_read,   mem_write,  hit_reset}         = {1'b1,  1'b0,  1'b1,  1'b0,  1'b0,  1'b0};
				if(mode==3'b100 && read)	
					if(addr==6'h3F)
						next=RZ_D;
					else
						next=RZ_E;
				else
					next=ID;
			end
			RZ_E: {cntr_src,   mem_src,    reg_src,    mem_read,   mem_write,  hit_reset, next} = {1'b1,  1'b1,  1'b0,  1'b0,  1'b0,  1'b0, RZ_F };
			RZ_F: {cntr_src,   mem_src,    reg_src,    mem_read,   mem_write,  hit_reset, next} = {1'b1,  1'b1,  1'b1,  1'b0,  1'b0,  1'b0, RZ_A };
			default: {cntr_src,   mem_src, reg_src,    mem_read,   mem_write,  hit_reset, next} = {1'b1,  1'b0,  1'b0,  1'b0,  1'b0,  1'b0, ID};			
		endcase
	end
endmodule
### /design/flow/constraint.sdc
current_design controller

set clk_period 3.1
set clk_io_pct 0.2

create_clock -name clk0 -period $clk_period [get_ports {clk}]

set non_clock_inputs [all_inputs -no_clocks]
set_input_delay [expr $clk_period * $clk_io_pct] -clock clk0 $non_clock_inputs
set_output_delay [expr $clk_period * $clk_io_pct] -clock clk0 [all_outputs]
### /design/flow/config.mk
export PLATFORM = sky130hd
export DESIGN_NAME = controller
export DESIGN_NICKNAME = controller
export VERILOG_FILES = /design/flow/design.v
export SDC_FILE = /design/flow/constraint.sdc
export NUM_CORES = 4
export LEC_CHECK = 1
export CORE_AREA = 10 10 82 82
export DIE_AREA = 0 0 92 92
==> results.txt <==
Initial drt markers -> 53
CTS Hold Bufs -> 0
Htree depth -> 1
Yosys cell count -> 102
Routed vias/inst -> 4.42
CTS root buf -> clkbuf_8
Routed Antenna Nets -> 0
Die area -> 8460 um2
Count of library flops with an enable pin -> 0
# Post-CTS Setup Buffers -> 0
FFs w/ async S/R, synth -> 0%
Hold path depth -> 1
Xor+xnor area frac -> 3.27%
Synth logic family -> simple AND/OR/NAND/NOR gates
Actual slew at the worst max-slew pin -> 0.831 ns
Final Setup Violations -> 0
HP Class -> flop to flop
GRT overflow -> 0
Seq share, synth -> 12.4%
Hold EP -> state[2]
Tcrit/Tclk final -> 90.1%
Prevailing post-synth register cell -> dfxtp_1
Reg2reg start -> state[1]
Yosys warning count -> 1
Log Warnings -> 27
CTS Sinks -> 5
Cell row count -> 26
Routed wire length -> 2090 um
Initial antenna violation count -> 0
Critical Path, Cell by Cell -> nor2_1, a221oi_1, o21ai_0, clkdlybuf4s50_1
Ports -> 20
Status -> completed
Reg-to-Reg End -> state[0]
HPWL after DPL -> 1570 um
Remaining DRCs -> 0
Clk buf depth -> 2
Synth mux share -> 3.73%
Yosys simple share -> 35.1%
DR vias -> 818
Post-route insts no fill -> 185
Total CTS buffers -> 3
R2r setup slk -> 1.29 ns
Inserted Diodes -> 0
Adder Area Share -> 0%
Largest net degree at the start of global routing -> 24
Drt wl/cell -> 11.3 um
RD Place Congestion -> 0.791
Die W -> 92 um
Top flop regs -> state: 5 flops
Reg with most FFs -> state
Setup TNS -> 0 ns
CTS resizes -> 0
CP max stage cell -> dfxtp_1
Max Cap Viol -> 0
Setup crit end kind -> primary output
Slew HR -> 44.5%
Required time of the critical path -> 2.48 ns
First-pass GRT wire length -> 3490 um
DR pass1 iterations -> 4
Fin. Hold Viols -> 0
Worst Skew -> 0.00287 ns
Share of cells above drive strength 1 -> 10.4%
Starting Density -> 15.9%
Min Clock Period, post-route -> 2.79 ns
Port Buffers -> 17
CP Launch Type -> flop
Total leakage power -> 0.351 nW
Worst Reg-to-Reg Cells -> 4
Critical path data arrival time -> 2.17 ns
Critical path peak fanout -> 23
Syn-to-layout area delta -> 27.4%
Clock latency (worst-skew pair) -> 0.22 ns
Ys flops -> 5
Max incr delay on CP -> 0.85 ns
Number of flip-flops in the largest register -> 5
Tot GR Track Use -> 4.67%
P per Cell Area -> 837 nW/um2
Avg Cell Area, Syn -> 7.89 um2
Fillers -> 591
Max IR drop VDD -> 193 uV
Hold Startpoint -> state[4]
Cell variety after synth -> 50
Vias in the first global route -> 782
Max Slew Vio Count -> 0
CTS tree -> yes
Die height -> 92 um
Setup CP Type -> flop to primary output
Clock transition at path regs -> 0.04 ns
Compound Share, Synth -> 31.4%
Yosys chip area -> 805 um2
Core area -> 5070 um2
Mapped Area -> 805 um2
Worst Setup SP -> state[1]
RSZ-0062 raised after global routing -> false
Mapped Cells -> 102
FMAX -> 358 MHz
DP Cell Count -> 181
==> critical path, delay by kind of cell (launching register included) <==
| kind | cells | cell delay [ns] |
|---|---|---|
| buffers and inverters | 1 | 0.44 |
| AND/OR/NAND/NOR | 1 | 0.19 |
| flip-flops | 1 | 0.85 |
| AND-OR/OR-AND | 2 | 0.46 |
==> cell families after synthesis <==
group                     Yosys count
AOI/OAI and AO/OA                  33
xor gates and xnor gates            3
buffers and inverters              14
DFF                                 5
muxes                               3
and+or+nand+nor                    44
==> synthesized netlist by cell type (all sizes together) (2+ instances only) <==
cell,n,area (um2)
nor2b,3,18.8
nor2,7,26.3
a2111oi,2,30.0
o22a,2,17.5
buf,5,38.8
a21oi,2,10.0
dfxtp,5,100
xnor2,2,17.5
and3,3,18.8
nand4,6,37.5
nor3,2,10.0
nand2b,3,18.8
mux2i,3,30.0
o21ai,10,50.1
nand2,6,22.5
inv,4,15.0
and2,3,21.3
nand3,2,10.0
a31oi,2,12.5
clkbuf,5,58.8
==> area by class of cell <==
cell class                 instances  area (um2)  area share (%)
sequential                         5         100            9.77
clock buffer                       4        45.0            4.40
timing repair buffer              19         185            18.1
tap                               70        87.6            8.55
inverter                           4        15.0            1.47
multi-input combinational         83         592            57.8
==> cell usage in the layout (no fill, tap or decap), drive strengths merged, types with 4 or more instances in the layout <==
cell | Yosys | layout
clkdlybuf4s50 | 0 | 17
nand4 | 6 | 6
o21ai | 10 | 10
inv | 4 | 4
nor2 | 7 | 7
clkbuf | 5 | 4
dfxtp | 5 | 5
nand2 | 6 | 6
==> where the power goes <==
part           leakage, nW  internal [W]  total [W]  switching [W]
clock network       0.0228     0.0000884   0.000122      0.0000339
logic                0.286      0.000300   0.000526       0.000225
registers           0.0416     0.0000939   0.000210       0.000116
total                0.351      0.000483   0.000858       0.000375
==> per-layer routing <==
metal / share of wire, % / wire (um) / up-vias / track usage (%)
li1: - / - / 420 / -
met1: 56 / 1160 / 367 / 7.14
met2: 36 / 762 / 29 / 6.24
met3: 6.1 / 128 / 2 / 1.24
met4: 1.9 / 39 / 0 / 1.16
met5: 0 / 0 / - / 0
==> stage by stage <==
| stage | setup WS [ns] | hold slack [ns] | area, um2 | utilization, % | total power (W) |
|---|---|---|---|---|---|
| 3_3_place_gp | 0.539 | 0.757 | 980 | 19.3 | 0.000739 |
| 2_1_floorplan | 1.47 | 0.614 | 805 | - | 0.000601 |
| 4_1_cts | 0.303 | 0.761 | 1020 | 20.2 | 0.000864 |
| 5_1_grt | 0.101 | 0.808 | 1020 | 20.2 | 0.000932 |
| 6_report | 0.307 | 0.771 | 1020 | 20.2 | 0.000858 |
| 3_5_place_dp | 0.534 | 0.760 | 980 | 19.3 | 0.000738 |
==> worst max path at each step <==
stage / to / cells past startpoint
4_1_cts: mem_src / 4
5_1_grt: mem_src / 4
6_report: mem_src / 4
Power is estimated from default activity; no workload was simulated.
