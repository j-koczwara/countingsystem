==> flow/design.v <==
`timescale 1ns/1ps
module mux (
	input wire [11:0] a,
	input wire [11:0] b,
	input wire sel,
	output reg [11:0]  c
	);
	always @ (a or b or sel) begin
		case(sel)
			1'b0 : c = a;
			1'b1 : c = b;
		endcase
	end
endmodule
==> flow/run.sh <==
#!/bin/bash
# OpenROAD 26Q1-2900-gdf79404cd8, Yosys 0.63+post, stock flow scripts
make -C /OpenROAD-flow-scripts/flow DESIGN_CONFIG=/design/flow/config.mk WORK_HOME=/design/flow/orfs finish
==> flow/config.mk <==
export PLATFORM = sky130hd
export DESIGN_NAME = mux
export DESIGN_NICKNAME = mux
export VERILOG_FILES = /design/flow/design.v
export SDC_FILE = /design/flow/constraint.sdc
export NUM_CORES = 4
export LEC_CHECK = 1
export CORE_AREA = 10 10 70 70
export DIE_AREA = 0 0 80 80
==> flow/constraint.sdc <==
current_design mux

set clk_period 1.0
set clk_io_pct 0.2

create_clock -name clk0 -period $clk_period

set non_clock_inputs [all_inputs -no_clocks]
set_input_delay [expr $clk_period * $clk_io_pct] -clock clk0 $non_clock_inputs
set_output_delay [expr $clk_period * $clk_io_pct] -clock clk0 [all_outputs]
==> results_dict.tcl <==
# metrics dict for downstream scripts
set metrics [dict create \
    finalCriticalPeriod_ps 1046 \
    rsz0062_at_grt "true" \
    required_ps 800 \
    synth-area-yosys_um2 183.9 \
    max_freq_mhz 955.9 \
    setup_violations 12 \
    top_area_cell "mux2_4" \
    syn2layout_area_growth_pct 241.5 \
    final-max-slew-violation-count 0 \
    crit_path_start_kind "input pin" \
    ys_cells 13 \
    grt_first_pass_wirelength_um 1676 \
    chip_area_um2 6400 \
    p_clk_share_pct 0 \
    critical_path.max_stage_delay_ps 300 \
    synth.cell_area_um2 183.9 \
    path_buffers 3 \
    design_area_um2 628.1 \
    tool_warnings 34 \
    cp_common_cell "buf_12" \
    power.density_nw_per_um2 372.2 \
    fp_util_pct 5.385 \
    hp-class "in2out" \
    avgSynthCellArea_um2 14.15 \
    status "finished, violations left" \
    worst_pin_slew_ps 79.39 \
    wl_per_cell_um 12.16 \
    worstPathArrival_ps 850 \
    ys_warn_count 1 \
    dieWidth_um 80 \
    gp_congestion 0.7255 \
    flop-count 0 \
    syn_inst 13 \
    cellLeakagePower_nw 0.3204 \
    drt_iter0_drc 3 \
    relSlewSlack_pct 94.71 \
    critPathKind "in2out" \
    fin_crit_sh_pct 104.6 \
    n_fill_cell 401 \
    p_int_w 0.0001808 \
    clock_buffers 0 \
    maxCapViolations 0 \
    hold_depth 3 \
    grt_pass1_vias 309 \
    cp_slowest_cell "mux2_4" \
    portBuffers 37 \
    ant_nets 0 \
    area_leaders "mux2_4, mux2_2, buf_6" \
    seqPwrFrac_pct 0 \
    whs_endpoint "c[6]" \
    coreArea_um2 3416 \
    dpl-instance-area_um2 620.6 \
    lay_top_count "dlygate4sd2_1" \
    p_switching_w 0.00005296 \
    totalWireLength_um 1192 \
    die_y_um 80 \
    first_pass_iters 2 \
    antenna_found_initial 1 \
    cp-end-kind "output pin" \
    synth_cell_type_count 3 \
    viasPerCell 2.745 \
    ioPinCount 37 \
    lay_top_cells "dlygate4sd2_1, mux2_4, buf_6, buf_2, buf_12" \
    vdd_ir_drop_max_mv 0.1477 \
    ys_seq_share_pct 0 \
    finalHoldViolations 0 \
    drive_above_1_share_pct 52.94 \
    cts_setup_buffers 0 \
    num_rows 21 \
    p_comb_share_pct 100.0 \
    worst_slack_ps -46.09 \
    grt_max_degree 7 \
    seqCellArea_um2 0 \
    top_cell_area_share_pct 81.63 \
    path_cells "buf_12 -> buf_12 -> mux2_4 -> buf_6" \
    switching_share_pct 22.65 \
    grt_remaining_overflow 0 \
    globalRouteTotalUtil_pct 3.417 \
    holdWs_ps 798.1 \
    hold_start "b[6]" \
    drc_errors 0 \
    failed_checks "negative setup slack" \
    cp_max_fo 6 \
    critical-path-top-delay-family "buffers and inverters" \
    num_vias 269 \
]
==> Yosys cell counts <==
cell type and n:
mux2_2 2, mux2_4 10, buf_6 1
==> through the flow <==
stage	instances	power [W]	TNS [ps]	worst slack, ps	utilization [%]
floorplan	13	0.00006550	0	171.9	-
global placement	96	0.0002522	-9521	-819.7	18.17
detailed placement	96	0.0002531	-9575	-822.7	18.17
CTS	97	0.0002262	-602.2	-54.62	17.62
global route	97	0.0002530	-704.8	-65.72	18.32
finish	98	0.0002338	-502.3	-46.09	18.39
==> timing repair <==
action | 4_1_cts | 5_1_grt
hold buffers | 0 | 0
gates resized | 78 | 4
cloned | 1 | 0
endpoints found under the setup margin | 12 | 12
==> worst min-delay path, delay by kind of cell <==
family | cells | cell delay, ps
buffers and inverters | 2 | 270
multiplexers | 1 | 130
==> power groups by stage <==
stage         Sequential, W  Combinational [W]       Clock [W]
finish                    0           0.000234  0.000000000134
CTS                       0           0.000226               0
global route              0           0.000253               0
==> metal layers <==
| metal | share of wire, % | GRT usage (%) | vias to the layer above |
|---|---|---|---|
| met3 | 24 | 3.182 | 0 |
| met2 | 31 | 3.852 | 31 |
| li1 | - | - | 129 |
| met4 | 0 | 0 | 0 |
| met1 | 44 | 4.746 | 109 |
| met5 | 0 | 0 | - |
==> cells by family (layout without fill, tap and decap cells) <==
kind of cell / after synthesis / after routing / share of synthesized area (%)
other: 0 / 1 / 0
buffers and inverters: 1 / 39 / 6.122
multiplexers: 12 / 12 / 93.87
==> layout make-up <==
type                            instances  area (µm²)  area share (%)
Timing Repair Buffer                   39       387.9           61.75
Multi-Input combinational cell         12       180.2           28.69
Tap cell                               46       57.56           9.163
Antenna cell                            1       2.502          0.3984
==> how the worst max path moves through the flow <==
stage | startpoint | to | slack (ps) | depth (start not counted)
after CTS | sel | c[3] | -50 | 4
after global routing | sel | c[1] | -70 | 4
final | sel | c[10] | -50 | 4
Power is estimated from default activity; no workload was simulated.
